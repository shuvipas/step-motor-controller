--- flow/run.sh ---
#!/bin/bash
# OpenROAD 26Q1-2900-gdf79404cd8, Yosys 0.63+post, stock flow scripts
make -C /OpenROAD-flow-scripts/flow DESIGN_CONFIG=/design/flow/config.mk WORK_HOME=/design/flow/orfs finish
--- flow/config.mk ---
export PLATFORM = sky130hd
export DESIGN_NAME = top_motor_controller
export DESIGN_NICKNAME = top_motor_controller
export VERILOG_FILES = /design/flow/design.v
export SDC_FILE = /design/flow/constraint.sdc
export NUM_CORES = 4
export LEC_CHECK = 1
export CORE_UTILIZATION = 30
--- flow/constraint.sdc ---
current_design top_motor_controller

set clk_period 5.3
set clk_io_pct 0.2

create_clock -name clk0 -period $clk_period [get_ports {clk}]

set non_clock_inputs [all_inputs -no_clocks]
set_input_delay [expr $clk_period * $clk_io_pct] -clock clk0 $non_clock_inputs
set_output_delay [expr $clk_period * $clk_io_pct] -clock clk0 [all_outputs]
--- flow/design.v ---
module driver_controller(
                         input wire rst,
								 input wire direction, 
								 input wire step_size, 
								 input wire step_pulse, 
								 input wire zero_state,
								 output reg [3:0] phase_out);
								 reg [3:0] state; 
								 reg flag; 
								 always @(posedge step_pulse or negedge rst)
                                begin 
                                if (~rst)
											  begin 
											  state <= 4'b1;
											  flag <= 1'b0;
											  phase_out <= 4'b0000;
											  end
                                else  
										  begin
												  if(zero_state == 1'b1)
														begin
														phase_out <= 4'b0000;
														flag <= 1'b1;
														end
													else
													begin
												  if (direction == 1'b1 & step_size == 1'b0)
												  begin
														 if (state == 4'b1000) 
															begin
															state <= 4'b0001;
															end
														 else
															begin
															state <= state + 4'b0001;
															end
												  end 
												  else if (direction ==1'b0 & step_size == 1'b0)
														  begin																		
																 if (state == 4'b0001) 
																	state <= 4'b1000;
																 else
																	state <= state - 4'b0001; 
														  end
												  else if (direction ==1'b1 & step_size == 1'b1)
														  begin
															  if (flag)
																flag <= ~flag;
															  else if (state == 4'b0111) 
																	begin
																	state <= 4'b0001;
																	flag <= ~flag;
																	end
															  else
																	begin
																	state <= state + 4'b010;
																	flag <= ~flag;
																	end
														 end 
												  else if (direction ==1'b0 & step_size == 1'b1)
													  begin 
														 if (flag)
																flag <= ~flag;
														 else if (state == 4'b0001) 
															  begin
															  state <= 4'b0111;
															  flag <= ~flag;
															  end
														  else
															  begin
															  state <= state - 4'b010;
															  flag <= ~flag;
															  end
														end 
												  case (state)
														  4'b0001: phase_out <= 4'b1000 ; 
														  4'b0010: phase_out <= 4'b1010 ; 
														  4'b0011: phase_out <= 4'b0010 ; 
														  4'b0100: phase_out <= 4'b0110 ; 
														  4'b0101: phase_out <= 4'b0100 ; 
														  4'b0110: phase_out <= 4'b0101 ; 
														  4'b0111: phase_out <= 4'b0001 ;
														  4'b1000: phase_out <= 4'b1001 ;
														  default  phase_out <= 4'b0000 ;
												  endcase
												  end
											end
										end
endmodule										  
module speed_display(input wire [2:0]speed,
							output [6:0] tens,
							output [6:0] ones);
							bcd_7seg seg_tens (.num(speed), .seg_num(tens));
							assign ones = 7'b1000000;
endmodule
module bcd_7seg(
                input wire [3:0] num,
					 output reg [6:0] seg_num
					 );
					 always @(num)
				begin
				   case(num)
						 4'b0: seg_num = 7'b1000000;					 
						 4'b1: seg_num = 7'b1111001;		
						 4'b10: seg_num = 7'b0100100;
						 4'b11: seg_num = 7'b0110000;
						 4'b100: seg_num = 7'b0011001;
						 4'b101: seg_num = 7'b0010010;
						 4'b110: seg_num = 7'b0000010;
						 4'b111: seg_num = 7'b1011000;
						 4'b1000: seg_num = 7'b0000000;
						 4'b1001: seg_num = 7'b0011000;
						 4'b1010: seg_num = 7'b0001000;					 
						 4'b1011: seg_num = 7'b0000011;		
						 4'b1100: seg_num = 7'b0100110;
						 4'b1101: seg_num = 7'b0010001;
						 4'b1110: seg_num = 7'b0000110;
						 4'b1111: seg_num = 7'b0001110;
						default:  seg_num = 7'b1000000;
						endcase
				end
endmodule 
module step_motor_controller( 
								input wire change, 
								input wire rst,
								input wire clk, 
								output wire [2:0]speed
								);
								parameter start = 3'b001,
											 s20 = 3'b010,
											 s30 = 3'b011,
											 s40 = 3'b100,
											 s50 = 3'b101,
											 s60 = 3'b110;
								reg change_o;
								reg[2:0]cs;
								reg[2:0]ns;
								reg faster = 1'b1; 
								always  @(posedge clk)
									begin
									change_o <= change;
									end
								always @(posedge change_o or negedge rst) 
									begin
										if (~rst)
											begin
											cs <= start;
											faster <= 1'b1;
											end
										else
											begin
											cs <= ns;
											if (cs == start)
												begin
												faster <= 1'b1;
												end
											if (cs == s60)
												begin
												faster <= 1'b0;
												end
											end	
									end
								always @(cs) 
									begin
										case (cs)
													   start: ns = s20;
														s20: ns = faster ? s30 : start;
														s30: ns = faster ? s40 : s20;
														s40: ns = faster ? s50 : s30;
														s50: ns = faster ? s60 : s40;
														s60: ns = s50;
														default: ns = start;
														endcase
											end
							assign speed = cs;
endmodule
module step_motor_mode(
								input wire rst,
								input wire mode, 
								input wire move,  
								input wire pulse,
								output reg zero_state
								);
								reg [6:0] num2count;
								reg new_pressed;
								always @(posedge pulse or negedge rst)
									begin
									if(~rst)
									begin
										new_pressed <= 1'b1;
										num2count <= 7'h0;
									end
									else if (mode == 1'b1)
										begin
										zero_state <= 1'b0;
										end
									else 
										begin 
										if(~move & new_pressed)
											begin
											new_pressed <= 1'b0;
											if(num2count == 7'h0)
												num2count <= 7'h64;  
											end
										else if (move)
											new_pressed <= 1'b1;
										if (num2count > 7'h0)
											begin
											num2count <= num2count - 7'h1;
											zero_state <= 1'b0;
											end
										else if(num2count == 7'h0)
											zero_state <= 1'b1; 
										end
									end
								endmodule 
module step_motor_speed(
								input wire [2:0]speed,
								input wire clk,
								input wire rst,
								output wire step_pulse);
								reg [19:0] num_to_pulse; 
								always @(speed)
										begin										
										case(speed)
											3'b001: num_to_pulse = 20'hB5B8D8; 
										   3'b010: num_to_pulse = 20'h2DC6C; 
								         3'b011: num_to_pulse = 20'h1E848; 
										   3'b100: num_to_pulse = 20'h16E36; 
							         	3'b101: num_to_pulse = 20'h124F8; 
										   3'b110: num_to_pulse = 20'hF424; 
											default num_to_pulse = 20'hB5B8D8; 
										endcase
									end
counter counter_inst(.clk(clk), .rst(rst), .num_to_pulse(num_to_pulse), .step_pulse(step_pulse));
endmodule								
module counter(
					input wire clk,
					input wire rst,
					input wire [19:0]num_to_pulse,
					output reg step_pulse);
					reg [19:0]count;
					always @(posedge clk or negedge rst)
					begin
						if(~rst)
							begin
							count <= 20'h0;
							step_pulse<= 1'b0;
							end
						else
							begin
							count <= count + 1'h1;
							if (count >= num_to_pulse)
										begin
										count <= 20'h0;
										step_pulse = ~step_pulse; 
										end
							end
					end
endmodule 
module top_motor_controller(
                            input wire rst,
									 input wire clk,
									 input wire change,
									 input wire mode,
									 input wire move,
									 input wire direction,
									 input wire step_size,
									 output wire [3:0] phase_out,
									 output wire [6:0] ones,
									 output wire [6:0] tens
									 );
									 wire [2:0] speed;
									 wire pulse;
									 wire zero_state;
									 step_motor_controller smc_inst(.change(change), .rst(rst), .clk(clk), .speed(speed));
									 step_motor_speed sms(.speed(speed), .rst(rst), .clk(clk), .step_pulse(pulse));
									 speed_display sd(.speed(speed), .ones(ones), .tens(tens));
									 step_motor_mode smm(.rst(rst), .mode(mode), .move(move), .pulse(pulse), .zero_state(zero_state));
									 driver_controller dc(.rst(rst), .step_pulse(pulse), .direction(direction), .step_size(step_size), .zero_state(zero_state), .phase_out(phase_out));
									 endmodule
==> impl_metrics.yaml <==
# generated from flow reports
synthesis:
  yosys.stat.seqShare_pct: 36.8
  yosysChipArea_um2: 3010
  top_cell_area_share_pct: 31.6
  synth-edff-count: 1
  synth.most_common_cell: "nor2_1"
  yosys_warnings: 9
  synthTopCellsByArea: "dfrtp_1 32%, ha_1 13%, nor2_1 5.4%, dfstp_2 3.5%, xnor2_1 3.5%"
  ys_ff: 44
  synthCells: 333
  netlist_top_cells_count: "43 x nor2_1, 38 x dfrtp_1, 32 x ha_1, 20 x inv_1, 20 x nand2_1"
  synth_top_flop_cell: "dfrtp_1"
  ys_cells: 333
  synthArstFlopShare_pct: 95.5
  netlist_area_um2: 3010
  ys_types: 54
  syn-mean-instance-area_um2: 9.03
  largest_area_cell: "dfrtp_1"
place:
  dp_hpwl_um: 4250
  gp_congestion: 0.839
  io_buffers: 17
  dp.cells: 471
route:
  vias: 2284
  ant_nets: 0
  drt-total-wl_um: 5630
  drtPass1Iterations: 4
  drc: 0
  wl_per_cell_um: 11.9
  diodes: 0
  vias_per_cell: 4.81
  dr.first_iter.drc_count: 90
floorplan:
  die_w_um: 102
  initial_utilization_pct: 30.9
  dieArea_um2: 10400
  num_io_pins: 25
  rows: 36
  design.core.area_um2: 9730
  die_h_um: 102
worst_setup_path:
  setup.worst_path.class: "reg -> reg"
  worstRegToRegCells: 6
  r2r_start: "sms.counter_inst.count[14]"
  path_max_fanout: 21
  cp.arrival_ns: 2.66
  crit_start: "sms.counter_inst.count[14]"
  end_kind: "register"
  cp_data_required_time_ns: 5.43
  start_kind: "register"
power_and_ir_drop:
  power_density_nw_per_um2: 94.0
  net-switching-power_mw: 0.0664
  leakagePower_nw: 1.46
  internal_power_mw: 0.245
  p_comb_share_pct: 7.2
  max-vdd-ir-drop_v: 0.000146
  pwr-share-seq_pct: 54.8
  swShare_pct: 21.4
  power_frac_clock_pct: 38.0
outcome:
  status: "completed"
global_routing:
  overflow: 0
  grt_start_max_net_pins: 44
  grt_pass1_wl_um: 9820
  grt_antenna_before_repair: 0
  grt_use_total_pct: 11.8
  first_global_vias: 2073
cells_and_area:
  layout-drive-gt1-share_pct: 4.97
  stdcell_count: 475
  area_growth_pct: 10.1
cts:
  hold_buffers: 0
  cts_buffer_depth: 2
  cts_root_buffer: "clkbuf_8"
  cts_resized: 0
  ctsHtreeMaxLevel: 1
  cts_tree: "yes"
  cts_made_buffers: 3
  cts.clk_slew.worst_paths_ns: 0.08
  post_cts_buffers: 0
  clkLatencyLatePin_ns: 0.26
timing:
  hold_viol: 0
  untimed_endpoints: 34
  fin_crit_sh_pct: 47.8
  finalCriticalPeriod_ns: 2.54
  fmax_mhz: 394
  tns_ns: 0
  rsz0062_at_grt: "no"
  skew_ns: 0.00129
  finalSetupViolCount: 0
  tightest_slew_ns: 0.557
  drv_slew: 0
  slew-limit-headroom_pct: 62.9
  unclocked_pins: 22
hold_path:
  min_path_type: "reg -> reg"
  worstHoldPathCells: 1
  hold_start: "sms.counter_inst.count[0]"
run:
  tool_warnings: 34
  drv_cap: 0
## state kept, by name, indices dropped and copies added, names as in the netlist
register / cells
dc.state: 4
smm.new_pressed: 1
smm.num2count: 7
sms.counter_inst.step_pulse: 1
smc_inst.change_o: 1
sms.counter_inst.count: 20
dc.phase_out: 4
smm.zero_state: 1
smc_inst.cs: 3
dc.flag: 1
smc_inst.faster: 1
## metrics by stage
step                utilization [%]  total power, mW  cell area, µm²  hold WS, ns  setup slack [ns]
global route                   34.0            0.328            3310        0.527              2.65
global placement               33.4            0.197            3250        0.494              2.84
finish                         34.0            0.311            3310        0.500              2.76
detailed placement             33.4            0.197            3250        0.501              2.74
floorplan                         -            0.187            3020        0.434              3.24
CTS                            34.0            0.316            3310        0.512              2.74
## placed cells by master (no fill, tap or decap), drive strengths merged, types with 5 or more instances in the layout
cell,count
inv,20
xor2,8
clkdlybuf4s50,16
xnor2,12
nand2b,9
o21ai,17
nand2,20
and3,5
ha,32
a21oi,15
conb,7
nand3,14
nor2,43
dfrtp,38
nor3,10
## metal layers
| layer | vias to the layer above | part of all wire, % | track usage, % |
|---|---|---|---|
| met3 | 2 | 3.4 | 1.32 |
| met5 | - | 0 | 0 |
| met1 | 1072 | 49 | 18.2 |
| met2 | 41 | 47 | 19.3 |
| li1 | 1169 | - | - |
| met4 | 0 | 0.18 | 0.330 |
## worst max-delay path, stage by stage, from the launching register on
cell	delay, ns
dfrtp_1	0.43
ha_1	0.32
and3_1	0.20
a221o_1	0.38
a2111oi_4	0.37
nand3_2	0.42
xor2_1	0.27
## worst paths after layout
| kind | to | slack (ns) |
|---|---|---|
| max | sms.counter_inst.step_pulse | 2.76 |
| max in group asynchronous | sms.counter_inst.count[5] | 4.05 |
| min in group asynchronous | sms.counter_inst.count[17] | 0.87 |
| max reg2reg | sms.counter_inst.step_pulse | 2.76 |
| min reg2reg | sms.counter_inst.count[0] | 0.50 |
| min | sms.counter_inst.count[0] | 0.50 |
## power groups by stage
stage	combinational [mW]	sequential, mW	clock [mW]
final	0.0223	0.171	0.118
after CTS	0.0232	0.170	0.123
after global routing	0.0258	0.171	0.131
## final cells by class
class                   instances  area, µm²
fillers                      1014       6420
clock buffers                   4       55.1
inverters                      20       75.1
multi-input cells             256       1730
well taps                     133        166
flip-flops and latches         44       1110
repair buffers                 18        173
## cell families after synthesis
family	Yosys count	share of synthesized area, %
simple gates	130	21.8
compound gates	61	13.8
flops	44	36.8
buf+inv	38	6.12
fa+ha+maj	32	13.3
xor+xnor	20	5.83
mux	6	2.08
other cells	2	0.250
Power and IR drop assume default switching activity.
